--- flow/design.v ---
module Uart_Baud_Rate (
    input i_clk,
    input i_rst,
    output o_signal
);
parameter Mhz = 125;
parameter Baud_Rate = 115200;
integer cnt;
integer Clk_Baud = Mhz * 1000000 / Baud_Rate;
assign o_signal = (cnt == (Clk_Baud - 1));
always@(posedge i_clk)begin
    if(i_rst | o_signal) 
        cnt <= 0;
    else begin
        cnt <= cnt + 1;
    end    
end
endmodule
module Uart_Rx (
    input               i_clk,
    input               i_rst,
    input               i_srx,
    input               i_signal,
    output              o_Rx_valid,
    output reg [7:0]    o_Rx_data
);
localparam S0_Start = 0;
localparam S1_Data  = 1;
localparam S2_Send  = 2;
localparam S3_Wait  = 3;
reg [1:0] State, Next_State;
reg [2:0] Data_Count;
assign o_Rx_valid = (State == S2_Send);
always@(posedge i_clk) State <= i_rst? S0_Start: Next_State;
always@(*)begin
    case(State)
        S0_Start:   Next_State = (i_signal & !i_srx)? S1_Data: S0_Start;
        S1_Data:    Next_State = (i_signal & (&Data_Count))? S2_Send: S1_Data;
        S2_Send:    Next_State = S3_Wait;
        S3_Wait:    Next_State = (i_signal)? S0_Start: S3_Wait;
        default:    Next_State = S0_Start;
    endcase
end
always @(posedge i_clk) begin
    if(i_rst) Data_Count <= 0;
    else begin
        if(i_signal)begin
            if(State == S1_Data)
                Data_Count <= Data_Count + 1;
            else
                Data_Count <= 0;
        end
    end
end
always @(posedge i_clk) begin
    if(i_rst | State == S3_Wait) o_Rx_data <= 0;
    else begin
        if(i_signal & State == S1_Data)
            o_Rx_data <= {i_srx, o_Rx_data[7:1]};
    end
end
endmodule
module Uart_Tx (
    input       i_clk,
    input       i_rst,
    input       i_signal,
    input       i_Tx_valid,
    input [7:0] i_Tx_data,
    output reg  o_stx
);
localparam S0_Start = 0;
localparam S1_Wait  = 1;
localparam S2_Wait  = 2;
localparam S3_Data  = 3;
localparam S4_Wait  = 4;
reg [2:0] State, Next_State;
reg [2:0] Data_Count;
reg [7:0] tmp;
always@(posedge i_clk) State <= i_rst? S0_Start: Next_State;
always@(*)begin
    case(State)
        S0_Start:   Next_State = (i_Tx_valid)? S1_Wait: S0_Start;
        S1_Wait:    Next_State = (i_signal)? S2_Wait: S1_Wait;
        S2_Wait:    Next_State = (i_signal)? S3_Data: S2_Wait;
        S3_Data:    Next_State = (i_signal & (&Data_Count))? S4_Wait: S3_Data;
        S4_Wait:    Next_State = (i_signal)? S0_Start: S4_Wait;
        default:    Next_State = S0_Start;
    endcase
end
always @(posedge i_clk) begin
    if(i_rst) Data_Count <= 0;
    else begin
        if(i_signal)begin
            if(State == S3_Data)
                Data_Count <= Data_Count + 1;
            else
                Data_Count <= 0;
        end
    end
end
always @(posedge i_clk) begin
    if(i_rst) tmp <= 0;
    else begin
        if(i_Tx_valid)
            tmp <= i_Tx_data;
        end
end
always @(posedge i_clk) begin
    if(i_rst) o_stx <= 0;
    else begin
        case(State)
            S2_Wait:    o_stx <= 0;
            S3_Data:    o_stx <= tmp[Data_Count];
            default:    o_stx <= 1;
        endcase
    end
end
endmodule
module Uart_Top (
    input           i_clk,
    input           i_rst,
    input           i_srx,
    output          o_Rx_valid,
    output [7:0]    o_Rx_data,
    output          o_stx,
    input           i_Tx_valid,
    input [7:0]     i_Tx_data
);
parameter Mhz = 125;
parameter Baud_Rate = 115200;
wire signal;
Uart_Baud_Rate #(
    .Mhz(Mhz),
    .Baud_Rate(Baud_Rate)
) u_baud_rate (
    .i_clk(i_clk),
    .i_rst(i_rst),
    .o_signal(signal)
);
Uart_Rx u_rx(
    .i_clk(i_clk),
    .i_rst(i_rst),
    .i_signal(signal),
    .i_srx(i_srx),
    .o_Rx_valid(o_Rx_valid),
    .o_Rx_data(o_Rx_data)
);
Uart_Tx u_tx(
    .i_clk(i_clk),
    .i_rst(i_rst),
    .i_signal(signal),
    .i_Tx_valid(i_Tx_valid),
    .i_Tx_data(i_Tx_data),
    .o_stx(o_stx)
);
endmodule
--- flow/run.sh ---
#!/bin/bash
# OpenROAD 26Q1-2900-gdf79404cd8, Yosys 0.63+post, stock flow scripts
make -C /OpenROAD-flow-scripts/flow DESIGN_CONFIG=/design/flow/config.mk WORK_HOME=/design/flow/orfs finish
--- flow/config.mk ---
export PLATFORM = sky130hd
export DESIGN_NAME = Uart_Top
export DESIGN_NICKNAME = Uart_Top
export VERILOG_FILES = /design/flow/design.v
export SDC_FILE = /design/flow/constraint.sdc
export NUM_CORES = 4
export LEC_CHECK = 1
export CORE_UTILIZATION = 40
--- flow/constraint.sdc ---
current_design Uart_Top

set clk_period 4.5
set clk_io_pct 0.2

create_clock -name clk0 -period $clk_period [get_ports {i_clk}]

set non_clock_inputs [all_inputs -no_clocks]
set_input_delay [expr $clk_period * $clk_io_pct] -clock clk0 $non_clock_inputs
set_output_delay [expr $clk_period * $clk_io_pct] -clock clk0 [all_outputs]
==> impl_table.tex <==
% Generated from flow reports
\begin{tabular}{lr}
\hline
Metric & Value \\
\hline
\multicolumn{2}{l}{\textbf{Status}} \\
Result of the run & finished, final reports clean \\
\multicolumn{2}{l}{\textbf{Power}} \\
Internal portion of total power & approximately 0.85 mW \\
Clock group share of total power & between 40\% and 50\% \\
Fraction of power spent switching nets & a little under a quarter \\
Net Switching & roughly 0.25 mW \\
Peak supply drop & about 330 uV \\
Leak Pwr & about 1.2 nW \\
Logic gate share of total power & under 10\% \\
Overall power after layout & $\sim$1.1 mW \\
Sequential group share of total power & a little over half \\
Power Dens Cells & roughly 330 nW/um2 \\
\multicolumn{2}{l}{\textbf{Detailed routing}} \\
Number of routed nets with antenna violations & 0 \\
Total wire length & $\sim$5500 um \\
TritonRoute pass-1 iters & 4 \\
Post-detailed-route via-to-cell ratio & 5.09 \\
Antenna Diode Count & 0 \\
Residual DRC & 0 \\
Drt wl/cell & between 10 and 15 um \\
Detailed Route Iter0 Violations & 45 \\
Via count & $\sim$2200 \\
\multicolumn{2}{l}{\textbf{Clocking}} \\
Buffers inserted during post-CTS setup optimization & 0 \\
TritonCTS buffer count & 9 \\
Clock tree from TritonCTS & yes \\
Clock-pin slew on the worst setup and hold paths & 70 ps \\
H-tree lvl count & 3 \\
Clock tree buffer depth & 2 \\
Num Clock Sinks & approximately 64 \\
Hold-fix buffer count after cts & 0 \\
Insertion Delay late pin & between 300 and 400 ps \\
Post-cts sizing count & 0 \\
CTS Root Cell & sky130\_fd\_sc\_hd\_\_clkbuf\_8 \\
\multicolumn{2}{l}{\textbf{STA}} \\
Final hold vios & 0 \\
Max-slew violation total from the final report & 0 \\
Worst Max-Slew Pin Slew & around 700 ps \\
Endpoints failing setup & 0 \\
Relative slew slack & $\sim$52\% \\
Fmax & between 400 and 500 MHz \\
Setup TNS & 0 ps \\
Worst-case clock skew & around 12 ps \\
RSZ-0062 raised after global routing & no \\
Tmin final & approximately 2400 ps \\
Fin crit share & roughly 54\% \\
\multicolumn{2}{l}{\textbf{Global routing}} \\
Via count of the first global-routing pass & about 2000 \\
Wire length of the first global-routing pass & 9300 um \\
Gr usage total & about 16\% \\
Number of antenna violations at the first check in global routing & 0 \\
Total congestion overflow after global routing & 0 \\
Maximum number of pins on one net before global-route repair & 33 \\
\multicolumn{2}{l}{\textbf{Hold path}} \\
Worst-case hold path end point & u\_rx.State[0] \\
Min-Delay Path Class & reg -> reg \\
Worst hold stages & 2 \\
Hold\_sp & u\_rx.State[0] \\
\multicolumn{2}{l}{\textbf{Synth}} \\
Mean Syn Cell Area & between 9 and 10 um2 \\
Post-synth EDFFs & 0 \\
Top cells by area, synth & sky130\_fd\_sc\_hd\_\_dfxtp\_1 (44\%), sky130\_fd\_sc\_hd\_\_nor2\_1 (5.9\%), sky130\_fd\_sc\_hd\_\_mux2i\_1 (5.8\%) \\
Top cell area share & 43.8\% \\
Number of instances in the synthesized netlist & between 300 and 400 \\
Proportion of synthesized flip-flops having asynchronous set or reset & 0\% \\
Count of instantiated cells in the yosys netlist & about 320 \\
Number of flip-flops and latches in the synthesized netlist & about 64 \\
Number of distinct standard cells referenced by the synthesized netlist & 47 \\
Yosys synthesis chip area & $\sim$3000 um2 \\
Register area share after synthesis & between 40 and 50\% \\
Combined area of all synthesized cells & roughly 3000 um2 \\
YS warnings & 3 \\
Cell type with the largest total area after synthesis & sky130\_fd\_sc\_hd\_\_dfxtp\_1 \\
Main flop type after synthesis & sky130\_fd\_sc\_hd\_\_dfxtp\_1 \\
\multicolumn{2}{l}{\textbf{Cells and area}} \\
P\&R area growth vs syn & 15.0\% \\
Most frequent cells in the layout & sky130\_fd\_sc\_hd\_\_dfxtp\_1 (64), sky130\_fd\_sc\_hd\_\_nor2\_1 (46), sky130\_fd\_sc\_hd\_\_nand2\_1 (29), sky130\_fd\_sc\_hd\_\_clkdlybuf4s50\_1 (21) \\
Finished Cell Area & 3360 um2 \\
Share of layout cells above drive strength 1 & under 10\% \\
Commonest Layout Cell & sky130\_fd\_sc\_hd\_\_dfxtp\_1 \\
\multicolumn{2}{l}{\textbf{Flow run}} \\
OpenROAD warnings & 26 \\
Max-cap check violation count & 0 \\
\multicolumn{2}{l}{\textbf{Placed design}} \\
Routability congestion estimate from global placement & approximately 0.87 \\
Post-detailed-placement cell area & roughly 3200 um2 \\
Number of buffers added on ports & 21 \\
Estimated wirelength of the detail-placed design & between 3000 and 4000 um \\
\multicolumn{2}{l}{\textbf{Worst setup path}} \\
Arrival @ worst endpoint & $\sim$2700 ps \\
Worst Path Class, Setup & reg -> reg \\
Startpoint class of the critical path & register \\
Endpoint of the most critical register-to-register path & u\_baud\_rate.cnt[31] \\
Worst reg-to-reg path cell count & 5 \\
Start of the worst register-to-register path & u\_baud\_rate.cnt[12] \\
Max FO, Critical Path & 11 \\
R2r setup slk & $\sim$2100 ps \\
Kind of end point of the critical path & register \\
Endpoint required time on the critical path & approximately 4800 ps \\
\multicolumn{2}{l}{\textbf{Floorplanning}} \\
Number of placed I/O pins & 22 \\
Number of rows created at floorplan & 30 \\
Die extent in y & 87.5 um \\
Width of the die & 87.5 um \\
Core area & 6940 um2 \\
Initial core utilization & around 42\% \\
Area of the die & 7660 um2 \\
\hline
\end{tabular}
metal layers:
layer | part of all wire (%) | GRT usage [%] | routed length, um
met1 | 52 | 23.7 | 2820
met2 | 43 | 24.6 | 2370
met3 | 3.7 | 4.13 | 200
met4 | 1.2 | 1.64 | 64
met5 | 0 | 0 | 0
kinds of logic (layout without fill, tap and decap cells):
group / Yosys count / after routing / share of synthesized area [%]
simple gates: 153 / 153 / 29.4
fa+ha+maj: 6 / 6 / 2.57
flops: 64 / 64 / 43.8
compound gates: 25 / 25 / 5.22
mux: 19 / 19 / 7.36
xor+xnor: 26 / 26 / 7.79
buf+inv: 22 / 45 / 3.89
metrics by stage:
step / setup slack, ps / cells / utilization (%) / hold WS (ps)
floorplan: 2640 / 315 / - / 413
global placement: 2040 / 419 / 45.8 / 428
detailed placement: 2030 / 419 / 45.8 / 438
CTS: 2100 / 434 / 48.4 / 456
global route: 1870 / 434 / 48.4 / 476
finish: 2090 / 434 / 48.4 / 452
flip-flops by register name, indices dropped and copies added (netlist names):
signal	flops
u_tx.State	5
u_tx.o_stx	1
u_rx.o_Rx_data	8
u_rx.Data_Count	3
u_baud_rate.cnt	32
u_tx.Data_Count	3
u_rx.State	4
u_tx.tmp	8
Yosys cell counts, drive strengths merged (2+ instances only):
cell	instances
nand2	30
nor3	5
xor2	19
mux4	2
o21ai	4
or4	2
or3	4
nor2	46
ha	6
clkbuf	5
xnor2	7
inv	8
nand3b	3
mux2i	17
buf	9
nand3	19
dfxtp	64
a21oi	14
nor4	12
nor4b	3
and3	4
nand4	18
how the worst max path moves through the flow:
stage | startpoint | end
global route | u_baud_rate.cnt[12] | u_baud_rate.cnt[31]
CTS | u_baud_rate.cnt[8] | u_baud_rate.cnt[31]
finish | u_baud_rate.cnt[12] | u_baud_rate.cnt[31]
layout make-up:
class	count	area [um2]
multi-input combinational	229	1530
timing repair buffer	22	218
tap	96	120
clock buffer	9	124
clock inverter	6	61.3
fill	653	3580
sequential	64	1280
inverter	8	30.0
worst max-delay path: stages (launching register included):
cell and delay [ps]:
sky130_fd_sc_hd__dfxtp_1 510, sky130_fd_sc_hd__nand4_1 220, sky130_fd_sc_hd__nor2_1 610, sky130_fd_sc_hd__nand3_1 320, sky130_fd_sc_hd__or4_1 540, sky130_fd_sc_hd__a21oi_1 140
power by group through the flow:
stage	sequential [mW]	clock [mW]	combinational, mW
4_1_cts	0.579	0.483	0.0475
5_1_grt	0.580	0.507	0.0522
6_report	0.579	0.470	0.0468
Power figures rest on the tool's default switching activity, not on a simulated workload.
